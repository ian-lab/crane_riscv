<file path="design.v">
module ifu (
    input  clk,
    input  rst_n,
    input         instr_valid_i,  
    input  [31:0] instr_i,        
    input  [31:0] pc_next_i,     
    input         jump_valid_i,  
    input         hold_valid_i,  
    output reg [31:0] pc_o,  
    output reg [31:0] pc_d_o,
    output reg [31:0] instr_o
);
  always @(posedge clk or negedge rst_n) begin
    if (~rst_n) begin
      pc_o <= 32'b0;
    end 
    else if(jump_valid_i) begin
      pc_o <= pc_next_i;  
    end
    else if(hold_valid_i) begin
      pc_o <= pc_o;  
    end
    else begin
      pc_o <= pc_o + 'd4;  
    end
  end
  always @(posedge clk ) begin
    if(hold_valid_i)begin
      instr_o <= instr_o;  
      pc_d_o <= pc_d_o;
    end
    else begin
      instr_o <= instr_i;  
      pc_d_o <= pc_o;
    end
  end
endmodule
</file>
<file path="run.sh">
#!/bin/bash
# OpenROAD 26Q1-2900-gdf79404cd8, Yosys 0.63+post, stock flow scripts
make -C /OpenROAD-flow-scripts/flow DESIGN_CONFIG=/design/flow/config.mk WORK_HOME=/design/flow/orfs finish
</file>
<file path="config.mk">
export PLATFORM = sky130hd
export DESIGN_NAME = ifu
export DESIGN_NICKNAME = ifu
export VERILOG_FILES = /design/flow/design.v
export SDC_FILE = /design/flow/constraint.sdc
export NUM_CORES = 4
export LEC_CHECK = 1
export CORE_UTILIZATION = 40
</file>
<file path="constraint.sdc">
current_design ifu

set clk_period 3.8
set clk_io_pct 0.2

create_clock -name clk0 -period $clk_period [get_ports {clk}]

set non_clock_inputs [all_inputs -no_clocks]
set_input_delay [expr $clk_period * $clk_io_pct] -clock clk0 $non_clock_inputs
set_output_delay [expr $clk_period * $clk_io_pct] -clock clk0 [all_outputs]
</file>
==> impl_metrics.py <==
# Auto-generated metrics
metrics = {
    "synthesis": {
        "synth_cell_type_count": 42,
        "topCellsByArea": "edfxtp_1, dfrtp_1, nand2_1",
        "synth_top_cell_by_area": "edfxtp_1",
        "yosysWarnings": 1,
        "top_cell": "edfxtp_1",
        "ys_cells": 275,
        "common_cells": "edfxtp_1, dfrtp_1, nand2_1, nor2_1, o21ai_1",
        "ys.flop_type": "edfxtp_1",
        "synth_top_area_share": 0.5025,
        "synth_cells": 275,
        "ys_area_sq_um": 3825,
        "numSynthFlops": 96,
        "synthArstFlopShare": 0.3333,
        "ys_seq_frac": 0.7118,
        "edf_count": 64,
        "syn-cell-area_sq_um": 3825,
        "avgSynthCellArea_sq_um": 13.91,
    },
    "flow_run": {
        "warning_count": 27,
        "drv_cap": 0,
    },
    "global_route": {
        "antenna_found_initial": 0,
        "grt_pass1_vias": 2721,
        "grt_pass1_wl_microns": 14370,
        "grt_remaining_overflow": 0,
        "track_usage": 0.1953,
        "grt_max_degree": 56,
    },
    "worst_setup_path": {
        "start_kind": "input port",
        "crit_path_max_fanout": 11,
        "worstSetupEndpointType": "register",
        "crit_type": "input port to register",
        "required_ns": 4.07,
        "critPathArrivalTime_ns": 2.99,
    },
    "worst_hold_path": {
        "hold_path.class": "input port to asynchronous set/reset pin",
    },
    "die": {
        "floorplan.core_util": 0.4139,
        "rows": 35,
        "chip_area_sq_um": 9957,
        "ioPinCount": 165,
        "die_y_microns": 99.79,
        "die_width_microns": 99.79,
        "core-area_sq_um": 9240,
    },
    "drt": {
        "drt_pass1_iterations": 4,
        "drcViolationCount": 0,
        "final_antenna_net_count": 0,
        "routed_wirelength_microns": 9142,
        "num_vias": 2899,
        "antenna_cells": 0,
        "drtIter0Drc": 120,
        "viasPerCell": 5.068,
        "wl_per_cell_microns": 15.98,
    },
    "sta": {
        "hold_violations": 0,
        "period_minus_slack_ns": 2.728,
        "clock_skew_ns": 0.007487,
        "post-route-period-util": 0.7180,
        "slew-limit-headroom": 0.4978,
        "worst_slew_pin_slew_ns": 0.7533,
        "max_freq_mhz": 366.5,
        "slew_violations": 0,
        "finalSetupViolCount": 0,
        "rsz0062_at_grt": "false",
        "tns_ns": 0,
        "whs_ns": 0.4674,
    },
    "clocking": {
        "clk_path_buf_depth": 2,
        "postCtsSetupBuffers": 0,
        "ctsResizeCount": 0,
        "cts.sinks": 96,
        "cts_buffers": 9,
        "ctsHoldBuffers": 0,
        "cts_root_buf": "clkbuf_8",
        "cts_tree": "built",
        "clock.latency.late_pin_ns": 0.35,
        "h-tree-depth": 3,
        "clk_pin_slew_worst_paths_ns": 0.09,
    },
    "cells_and_area": {
        "fill_cells": 739,
        "area_growth_pct": 50.47,
        "drive_gt1_frac": 0.05418,
        "final_area_sq_um": 5756,
        "fin_cells": 572,
    },
    "placement": {
        "dp_hpwl_microns": 6416,
        "place_area_sq_um": 5584,
        "gp_congestion": 0.7815,
        "dp.cells": 556,
        "port_buffers": 163,
    },
    "pwr": {
        "leakage_nw": 2.034,
        "ir_worst_vdd_uv": 179.6,
        "powerDensity_nw_per_um2": 383.3,
    },
    "run_status": {
        "status": "completed",
    },
}
[kinds of logic (layout without fill, tap and decap cells)]
kind of cell | count (synthesis) | count (layout) | share of synthesized area
multiplexers | 3 | 3 | 0.008505
XOR/XNOR | 13 | 13 | 0.02977
buffers and inverters | 20 | 188 | 0.02159
AND/OR/NAND/NOR | 97 | 97 | 0.1485
flip-flops | 96 | 96 | 0.7118
AND-OR/OR-AND | 45 | 45 | 0.07655
adder cells (fa/ha/maj) | 1 | 1 | 0.003271
[per-layer routing]
| metal | track usage | wire length, microns |
|---|---|---|
| met5 | 0 | 0 |
| met4 | 0.02149 | 99 |
| met3 | 0.04108 | 740 |
| met2 | 0.2944 | 4188 |
| met1 | 0.3291 | 4114 |
[layout by cell type, fill, tap and decap left out, types with 6 or more instances in the layout]
cell and count:
nand2_1 24, nor2_1 17, or4_1 9, clkdlybuf4s50_1 162, xor2_1 7, nand3_1 8
o21ai_1 14, edfxtp_1 64, xnor2_1 6, nand4_1 8, a31oi_1 13, o31ai_1 8
dfrtp_1 32, clkbuf_8 9
[flip-flops by register name (all words and copies together) (netlist names)]
register	cells
pc_d_o	32
pc_o	32
instr_o	32
[per-stage QoR]
stage,setup slack (ns),total power [mW],util
3_3_place_gp,0.7091,1.633,0.6043
2_1_floorplan,1.215,1.361,-
6_report,1.072,2.206,0.6229
5_1_grt,0.9761,2.318,0.6229
3_5_place_dp,0.6988,1.637,0.6043
4_1_cts,1.054,2.237,0.6229
[worst paths after layout]
check	start	endpoint	slack, ns	cells after the start
min in group clk0	pc_o[1]	pc_d_o[1]	0.49	0
max in group asynchronous	rst_n	pc_o[16]	2.84	1
setup / recovery	hold_valid_i	pc_o[25]	1.07	5
hold / removal	rst_n	pc_o[7]	0.47	1
hold reg to reg	pc_o[1]	pc_d_o[1]	0.49	0
setup reg to reg	pc_o[5]	pc_o[17]	1.51	4
[layout make-up]
type,count,area (sq um),share of cell area
clock buffers,10,127.6,0.02217
clock inverters,6,43.79,0.007609
inverters,7,26.28,0.004565
multi-input cells,159,1020,0.1772
flip-flops and latches,96,2723,0.4730
well taps,129,161.4,0.02804
repair buffers,165,1654,0.2874
[critical path, stage by stage]
cell and delay, ns:
clkdlybuf4s50_1 0.61, nand4b_4 0.28, or4_1 0.65, or4_1 0.52, a31oi_1 0.18
[report_power, final]
part	switching (mW)	leakage [nW]	total [mW]	internal, mW
Sequential	0.0724	0.998	1.29	1.21
Clock	0.355	0.0765	0.595	0.240
Combinational	0.0894	0.959	0.325	0.236
No activity file was given, so power comes from the tool's default toggle rates.
