<file path="./design.v">
module idu (
    input  clk,
    input  rst_n,
    input  [31:0] instr_i,  
    input  [31:0] pc_i,
    output reg [31:0] pc_o,
    input  jump_hold_i,  
    input  ls_hold_i,    
    input  [31:0] reg1_rdata_i,  
    input  [31:0] reg2_rdata_i,  
    output  [ 4:0] rs1_o,      
    output  [ 4:0] rs2_o,      
    output reg [11:0] imme_o,     
    output reg [ 4:0] rd_o,       
    output reg [ 2:0] funct3_o,   
    output reg [ 6:0] funct7_o,   
    output reg [ 6:0] opcode_o,   
    output reg [31:0] reg1_rdata_o,  
    output reg [31:0] reg2_rdata_o  
);
  wire [31:0] instr_tmp = jump_hold_i ? 32'h00000013 : instr_i;  
  assign rs1_o = instr_tmp[19:15];  
  assign rs2_o = instr_tmp[24:20];  
  wire [6:0] opcode = instr_tmp[6:0];    
  wire [2:0] funct3 = instr_tmp[14:12];  
  wire [6:0] funct7 = instr_tmp[31:25];  
  wire [4:0] rd     = instr_tmp[11:7];   
  wire [31:0] imme_i = { {20{instr_tmp[31]}}, instr_tmp[31:20]};   
  wire [31:0] imme_s = { {20{instr_tmp[31]}}, instr_tmp[31:25],  instr_tmp[11:7]};  
  wire [31:0] imme_b = { {20{instr_tmp[31]}}, instr_tmp[31], instr_tmp[7], instr_tmp[30:25], instr_tmp[11:8], 1'b0};  
  wire [31:0] imme_j = { {20{instr_tmp[31]}}, instr_tmp[31], instr_tmp[19:12], instr_tmp[20], instr_tmp[30:21], 1'b0};  
  wire [31:0] imme_u = { instr_tmp[31:12], 12'b0};  
  wire [31:0] imme_tmp = opcode == 7'b0010011 ? imme_i : 
                         opcode == 7'b0000011 ? imme_i :
                         opcode == 7'b0100011 ? imme_s : 
                         opcode == 7'b1100011 ? imme_b : 
                         opcode == 7'b1101111 ? imme_j : 
                         opcode == 7'b1100111 ? imme_i : 
                         (opcode == 7'b0110111) | (opcode == 7'b0010111) ? imme_u : 32'b0;  
  reg [31:0] instr_tmp_d;  
  always @(posedge clk ) begin
    if(ls_hold_i)begin
      imme_o <= imme_o;
      rd_o <= rd_o;
      funct3_o <= funct3_o;
      funct7_o <= funct7_o;
      opcode_o <= opcode_o;
      reg1_rdata_o <= reg1_rdata_o;
      reg2_rdata_o <= reg2_rdata_o;
      pc_o <= pc_o;
      instr_tmp_d <= instr_tmp_d;
    end
    else begin
      imme_o <= imme_tmp;
      rd_o <= rd;
      funct3_o <= funct3;
      funct7_o <= funct7;
      opcode_o <= opcode;
      reg1_rdata_o <= reg1_rdata_i;
      reg2_rdata_o <= reg2_rdata_i;
      pc_o <= pc_i;
      instr_tmp_d <= instr_tmp;
    end
  end
endmodule
</file>
<file path="./run.sh">
#!/bin/bash
# OpenROAD 26Q1-2900-gdf79404cd8, Yosys 0.63+post, stock flow scripts
make -C /OpenROAD-flow-scripts/flow DESIGN_CONFIG=/design/flow/config.mk WORK_HOME=/design/flow/orfs finish
</file>
<file path="./config.mk">
export PLATFORM = sky130hd
export DESIGN_NAME = idu
export DESIGN_NICKNAME = idu
export VERILOG_FILES = /design/flow/design.v
export SDC_FILE = /design/flow/constraint.sdc
export NUM_CORES = 4
export LEC_CHECK = 1
export CORE_UTILIZATION = 30
</file>
<file path="./constraint.sdc">
current_design idu

set clk_period 2.3
set clk_io_pct 0.2

create_clock -name clk0 -period $clk_period [get_ports {clk}]

set non_clock_inputs [all_inputs -no_clocks]
set_input_delay [expr $clk_period * $clk_io_pct] -clock clk0 $non_clock_inputs
set_output_delay [expr $clk_period * $clk_io_pct] -clock clk0 [all_outputs]
</file>
==> results.cfg <==
; implementation run metrics
[final_timing]
fin_crit_sh = 0.953
relSlewSlack = 0.683
hold_slack_ps = 603
slew_viol_final = 0
hold_viol = 0
setup_ws_ps = 108
rsz0062_at_grt = no
period_needed_ps = 2190
worst_pin_slew_ps = 475
setup_viol = 0
fmax_mhz = 456
tns_ps = 0

[layout]
layout.cells.non_filler = 695
drive_above_1_share = 0.0843
utilization = 0.551
synthToLayoutAreaGrowth_pct = 78.7
design_area_um2 = 8040

[global_routing]
grt_pass1_vias = 2906
grtUsageTotal = 0.147
met1_usage = 0.209
grt_max_degree = 87
use_met3 = 0.0604
overflow = 0
busiest_layer = met2
antenna_found_initial = 1
use_met2 = 0.230
grt_pass1_wl_um = 16500

[clocking]
htreeDepth = 4
cts_tree = built
cts_setup_buffers = 0
clock_path_buffers = 2
hold_buffers = 0
cts_sinks = 130
cts.clk_slew.worst_paths_ps = 60
cts_made_buffers = 17
cts_root_buffer = clkbuf_16
cts_resized = 0

[placed_design]
place.gp.congestion = 0.827
portBuffers = 270
dp_slack_ps = 108
hpwl_um = 7940
place_area_um2 = 7420
dp.cells = 662

[flow_run]
warning_count = 27
cap_violations = 0

[synthesis]
ys_sh_mux = 0.00445
ys_cells = 217
ys_seq_frac = 0.868
syn_inst = 217
ys_types = 25
top_area_cell = edfxtp_1
xor_share = 0
adder_share = 0
simple_gate_share = 0.0826
ys_sh_aoi = 0.0217
ys.flops = 130
area_leaders = edfxtp_1 (87%), nor2b_1 (4.0%), buf_4 (1.8%)
top_logic_kind = simple AND/OR/NAND/NOR gates
top_area_frac = 0.868
ys_area_um2 = 4500
synth.avg_cell_area_um2 = 20.7
syn_area_um2 = 4500
yosysWarnings = 1

[pwr]
p_comb_frac = 0.106
power_density_nw_per_um2 = 783
total_leakage_power_nw = 2.81
p_int_mw = 5.13
p_clk_frac = 0.441
total_power_mw = 6.30
seqPwrFrac = 0.453
vdd_drop_max_mv = 0.451
power.net_switching_mw = 1.16
netSwitchingFraction = 0.185

[route]
wl_um = 10900
drtAntennaViolNets = 0
dr.pass1.iters = 4
wl_per_cell_um = 15.6
route.detailed.drc = 0
vias = 2995
drt_iter0_markers = 134
via_per_inst = 4.31

[setup_path]
cp_max_fo = 22
required_ps = 1840
crit_path_end_kind = output pin
critPathArrivalTime_ps = 1730
crit_type = in -> out
crit_chain = clkdlybuf4s50_1 -> buf_12 -> nor2b_1 -> clkdlybuf4s50_1
crit_buf_inv = 3
slowest_delay_ps = 490
cp_common_cell = clkdlybuf4s50_1
cp-start-kind = input pin
cp_slowest_cell = clkdlybuf4s50_1
cp_top_family = buffers and inverters

[hold_path]
hp-class = in -> reg

[floorplanning]
core_um2 = 14600
ioPinCount = 272
fp_util = 0.308
die_area_um2 = 15500
rows = 44
die_w_um = 124
die-height_um = 124

[status]
status = finished, final reports clean
-- power groups by stage --
| stage | Sequential [mW] | Clock (mW) | Combinational, mW |
|---|---|---|---|
| final | 2.85 | 2.77 | 0.666 |
| after global routing | 2.87 | 2.96 | 0.712 |
| after CTS | 2.86 | 2.85 | 0.678 |
-- path summary, 6_finish.rpt --
path | from | depth (start not counted) | to | slack (ps)
worst max-delay path | jump_hold_i | 4 | rs2_o[0] | 110
worst min-delay path | reg1_rdata_i[18] | 1 | reg1_rdata_o[18]$_DFFE_PN_ | 600
-- registers in the layout, summed over array words and instances (netlist names) --
register      count
pc_o             32
reg1_rdata_o     32
reg2_rdata_o     32
imme_o           12
funct7_o          7
opcode_o          7
rd_o              5
funct3_o          3
-- layer usage --
| layer | share of wire | wire, µm |
|---|---|---|
| met1 | 0.39 | 4190 |
| met2 | 0.49 | 5360 |
| met3 | 0.10 | 1120 |
| met4 | 0.017 | 190 |
| met5 | 0 | 0 |
-- layout make-up --
class	count	area [µm²]
diodes	1	2.50
multi-input cells	70	489
flip-flops and latches	130	3900
clock buffers	17	425
repair buffers	276	2790
inverters	2	11.3
fillers	1103	6550
clock inverters	15	189
well taps	184	230
-- cell usage in the layout, fill, tap and decap left out --
master,Yosys,layout
nand3_1,4,4
inv_1,2,1
a22oi_1,4,4
clkinv_1,0,2
bufinv_16,0,4
clkinv_2,0,4
or4b_1,1,1
o21ai_0,5,5
nand3b_1,1,1
nor3b_1,6,6
clkbuf_16,0,17
and4b_4,1,1
clkinv_4,0,1
inv_6,0,2
o2111ai_1,1,1
nor2_1,2,2
and3b_1,1,1
or2_2,3,3
buf_4,11,3
nand2_1,2,2
buf_12,0,3
clkdlybuf4s50_1,0,270
o31ai_1,1,1
and3_1,1,1
and2b_1,1,1
diode_2,0,1
nand4b_1,2,2
nor3_1,1,1
mux2i_1,2,2
nor4b_2,1,1
clkinvlp_4,0,3
nor2b_1,29,29
edfxtp_1,130,130
o2111ai_4,1,1
-- kinds of logic after synthesis --
family | after synthesis
AND/OR/NAND/NOR | 56
flip-flops | 130
multiplexers | 2
buffers and inverters | 17
AND-OR/OR-AND | 12
-- cell usage after synthesis --
master       n
a22oi_1      4
and2b_1      1
and3_1       1
and3b_1      1
and4b_4      1
buf_4       11
clkbuf_1     4
edfxtp_1   130
inv_1        2
mux2i_1      2
nand2_1      2
nand3_1      4
nand3b_1     1
nand4b_1     2
nor2_1       2
nor2b_1     29
nor3_1       1
nor3b_1      6
nor4b_2      1
o2111ai_1    1
o2111ai_4    1
o21ai_0      5
o31ai_1      1
or2_2        3
or4b_1       1
Power and IR drop assume default switching activity.
