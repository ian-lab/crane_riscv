## flow/run.sh

```bash
#!/bin/bash
# OpenROAD 26Q1-2900-gdf79404cd8, Yosys 0.63+post, stock flow scripts
make -C /OpenROAD-flow-scripts/flow DESIGN_CONFIG=/design/flow/config.mk WORK_HOME=/design/flow/orfs finish
```

## flow/config.mk

```make
export PLATFORM = sky130hd
export DESIGN_NAME = regs
export DESIGN_NICKNAME = regs
export VERILOG_FILES = /design/flow/design.v
export SDC_FILE = /design/flow/constraint.sdc
export NUM_CORES = 4
export LEC_CHECK = 1
export CORE_UTILIZATION = 40
```

## flow/constraint.sdc

```tcl
current_design regs

set clk_period 13.3
set clk_io_pct 0.2

create_clock -name clk0 -period $clk_period [get_ports {clk}]

set non_clock_inputs [all_inputs -no_clocks]
set_input_delay [expr $clk_period * $clk_io_pct] -clock clk0 $non_clock_inputs
set_output_delay [expr $clk_period * $clk_io_pct] -clock clk0 [all_outputs]
```

## flow/design.v

```verilog
module regs (
    input  clk,
    input  rst_n,
    input  [4:0] rs1_addr,
    input  [4:0] rs2_addr,
    input  [4:0] wr_addr,
    input  [31:0] wr_data,
    input  we,
    output reg [31:0] rs1_data,
    output reg [31:0] rs2_data
);
  reg [31:0] reg_file [31:0];
  integer i;
  always @(*) begin
    if(rs1_addr == 0) begin
      rs1_data = 32'b0;
    end
    else if( (rs1_addr == wr_addr) && we) begin  
      rs1_data = wr_data;
    end
    else begin
      rs1_data = reg_file[rs1_addr];
    end
  end
  always @(*) begin
    if(rs2_addr == 0) begin
      rs2_data = 32'b0;
    end
    else if( (rs2_addr == wr_addr) && we) begin
      rs2_data = wr_data;
    end
    else begin
      rs2_data = reg_file[rs2_addr];
    end
  end
  always @(posedge clk or negedge rst_n) begin
    if (!rst_n) begin
      for (i = 0; i < 32; i=i+1) begin
        reg_file[i] <= 32'b0;
      end
      end else if (we && (wr_addr != 0)) begin
        reg_file[wr_addr] <= wr_data;
      end
  end
endmodule
```

==> impl_metrics.env <==
# source this file to load flow results
export IMPL_status="finished, final reports clean"
export IMPL_fin_crit_sh_pct=74.74
export IMPL_dp_hpwl_um=181800
export IMPL_irDropWorstVdd_uv=113.3
export IMPL_clkPwrFrac_pct=38.8
export IMPL_ios=114
export IMPL_setup_violations=0
export IMPL_synth_area_per_cell_sq_um=11.36
export IMPL_slew_violations=0
export IMPL_die_h_um=361.5
export IMPL_synthArstFlopShare_pct=100.0
export IMPL_core_area_sq_um=127800
export IMPL_dpl_cell_area_sq_um=55340
export IMPL_post_cts_resize_count=0
export IMPL_skew_ns=0
export IMPL_end_kind="primary output"
export IMPL_setup_slack_ns=3.359
export IMPL_final_setup_tns_ns=0
export IMPL_core_util_floorplan_pct=40.43
export IMPL_tritoncts="done"
export IMPL_wire_per_inst_um=47.09
export IMPL_grt_ovfl_total=0
export IMPL_switching_share_pct=29.61
export IMPL_rsz0062_at_grt="no"
export IMPL_hold_depth=1
export IMPL_top_register="reg_file"
export IMPL_syn2layout_area_growth_pct=15.21
export IMPL_netlist_area_sq_um=51690
export IMPL_ff_type="dfrtp_1"
export IMPL_critPathMostFrequentCell="buf_4"
export IMPL_p_leak_nw=26.56
export IMPL_num_rows=131
export IMPL_hold_class="reg -> reg"
export IMPL_postRouteAntennaNets=0
export IMPL_critical_path_class="in -> out"
export IMPL_ys_chip_area_sq_um=51690
export IMPL_viasPerCell=7.458
export IMPL_power_frac_comb_pct=14.5
export IMPL_path_max_fanout=26
export IMPL_port_buffers=113
export IMPL_cp_start_kind="primary input"
export IMPL_ys_warn_count=2
export IMPL_worstPathRequired_ns=10.64
export IMPL_tool_warnings=29
export IMPL_crit_path_max_incr_delay_ns=1.09
export IMPL_power_switching_mw=2.674
export IMPL_cts_root_buffer="clkbuf_16"
export IMPL_dieArea_sq_um=130700
export IMPL_clock_sink_count=992
export IMPL_drcViolationCount=0
export IMPL_grt_pass1_vias=46140
export IMPL_final_area_sq_um=59550
export IMPL_hold_viol=0
export IMPL_hold_buffers=0
export IMPL_largest_reg_flops=992
export IMPL_antenna_found_initial=33
export IMPL_seqPwrFrac_pct=46.6
export IMPL_yosys_cell_types_count=68
export IMPL_tightest_slew_ns=1.298
export IMPL_drtPass1Iterations=8
export IMPL_wl_um=298100
export IMPL_drive_above_1_share_pct=34.37
export IMPL_clk_path_buf_depth=3
export IMPL_p_int_mw=6.357
export IMPL_seq_area_frac_synth_pct=48.03
export IMPL_ys_cells=4550
export IMPL_period_needed_ns=9.941
export IMPL_gr_usage_all_layers_pct=47.17
export IMPL_grt_max_degree=106
export IMPL_vias=47210
export IMPL_drv_cap=0
export IMPL_pre_cts_ws_ns=3.734
export IMPL_edf_count=0
export IMPL_clkSlewWorstSetupHoldPaths_ns=0.06
export IMPL_crit_slowest_cell="nor4_1"
export IMPL_p_per_area_nw_per_um2=151.6
export IMPL_cp_arrival_ns=7.28
export IMPL_htreeDepth=3
export IMPL_fmax_mhz=100.6
export IMPL_gp_congestion=1.051
export IMPL_final_core_util_pct=46.58
export IMPL_cts_setup_buffers=0
export IMPL_grt_first_pass_wirelength_um=401500
export IMPL_path_cells="buf_2, buf_4, buf_4, or2_2, buf_4, nor2_4, buf_4, a2111oi_0, nand3_1, nor4_1, buf_4, o21ai_1, clkdlybuf4s50_1"
export IMPL_reg2regPathDepth=1
export IMPL_clock_latency_late_pin_ns=0.76
export IMPL_max_slew_margin_rel_pct=12.65
export IMPL_top_regs="reg_file (992)"
export IMPL_syn_inst=4550
export IMPL_cts_buffers=112
export IMPL_whs_ns=0.5093
export IMPL_die_w_um=361.5
export IMPL_drtIter0Drc=6384
export IMPL_synth_flops=992
[layout make-up]
class	count	area [sq um]
timing repair buffer	362	2973
antenna	26	65.06
inverter	7	26.28
clock buffer	141	3124
clock inverter	67	1018
fill	11620	68300
tap	1662	2079
sequential	992	24820
multi-input combinational	3074	25440
[synth_stat cells, types with 10 or more instances]
master	instances	area, sq um
nand3b_1	19	142.6
a221oi_1	45	394.1
buf_1	41	153.9
o31ai_1	28	210.2
a2111oi_0	119	1042
nand4_1	122	763.2
dfrtp_1	992	24820
a22o_1	17	148.9
a31o_2	10	87.58
a21oi_1	45	225.2
nor3b_1	10	75.07
nand3_1	112	560.5
nand2b_1	14	87.58
nor2_2	12	75.07
o21ai_0	64	320.3
nor2b_1	10	62.56
a32o_1	11	110.1
nor3_1	24	120.1
and3_1	370	2315
a22oi_1	562	4219
nor2_1	115	431.7
nor4_1	58	362.9
nand2_1	162	608.1
mux2_2	991	11160
o21ai_1	23	115.1
nand4b_1	10	87.58
buf_2	141	705.7
clkbuf_1	281	1055
buf_6	10	112.6
[cell families after synthesis]
| group | Yosys count | share of synthesized area (%) |
|---|---|---|
| simple gates | 1097 | 12.01 |
| mux | 999 | 21.75 |
| flops | 992 | 48.03 |
| compound gates | 970 | 14.05 |
| buf+inv | 484 | 4.031 |
| xor+xnor | 8 | 0.1356 |
[stage by stage]
stage	instances	total power, mW
2_1_floorplan	4550	4.731
3_3_place_gp	6097	5.481
3_5_place_dp	6097	5.496
4_1_cts	6305	8.980
5_1_grt	6307	9.270
6_report	6331	9.030
[cell usage in the layout (no fill, tap or decap), types with 45 or more instances in the layout]
cell | netlist | routed
clkbuf_16 | 0 | 114
nor4_1 | 58 | 56
dfrtp_1 | 992 | 992
buf_4 | 4 | 248
a22oi_1 | 562 | 562
o21ai_0 | 64 | 64
and3_1 | 370 | 370
nand4_1 | 122 | 122
a221oi_1 | 45 | 45
a2111oi_0 | 119 | 119
nand2_1 | 162 | 151
nor2_4 | 2 | 70
a21oi_1 | 45 | 45
clkdlybuf4s50_1 | 0 | 103
nor2_1 | 115 | 56
mux2_2 | 991 | 991
nand3_1 | 112 | 112
[power groups by stage]
stage	clock, mW	combinational (mW)	sequential (mW)
4_1_cts	3.52	1.27	4.18
5_1_grt	3.64	1.38	4.25
6_report	3.51	1.31	4.21
[critical path: cells and delay by family]
family / cells / cell delay, ns
compound gates: 2 / 0.55
buf+inv: 7 / 2.25
simple gates: 4 / 1.69
[per-layer routing]
| metal | track usage (%) | routed length (um) | vias up |
|---|---|---|---|
| li1 | - | - | 17560 |
| met1 | 59.68 | 106700 | 23860 |
| met4 | 27.89 | 23720 | 37 |
| met2 | 61.48 | 117600 | 4302 |
| met5 | 1.147 | 583 | - |
| met3 | 29.12 | 49530 | 1454 |
[final timing paths]
kind	from	endpoint	slack [ns]
setup / recovery	rs2_addr[4]	rs2_data[17]	3.36
hold / removal	reg_file[8][14]	reg_file[8][14]	0.51
setup reg to reg	reg_file[21][24]	reg_file[21][24]	12.38
hold reg to reg	reg_file[8][14]	reg_file[8][14]	0.51
max in group asynchronous	rst_n	reg_file[14][19]	8.81
min in group asynchronous	rst_n	reg_file[20][24]	1.89
Power figures rest on the tool's default switching activity, not on a simulated workload.
